===== ./config.mk =====
export PLATFORM = sky130hd
export DESIGN_NAME = PS2_Keyboard_Display_Controller
export DESIGN_NICKNAME = PS2_Keyboard_Display_Controller
export VERILOG_FILES = /design/flow/design.v
export SDC_FILE = /design/flow/constraint.sdc
export NUM_CORES = 4
export LEC_CHECK = 1
export CORE_AREA = 10 10 107 107
export DIE_AREA = 0 0 117 117

===== ./constraint.sdc =====
current_design PS2_Keyboard_Display_Controller

set clk_period 1.8
set clk_io_pct 0.2

create_clock -name clk0 -period $clk_period [get_ports {CLK}]

set non_clock_inputs [all_inputs -no_clocks]
set_input_delay [expr $clk_period * $clk_io_pct] -clock clk0 $non_clock_inputs
set_output_delay [expr $clk_period * $clk_io_pct] -clock clk0 [all_outputs]

===== ./design.v =====
`timescale 1ns / 1ps
module Hex_Segment_Decoder
#(
	parameter HEX_DIGITS = 5
)
(
	input      [HEX_DIGITS*4-1:0] HEX_IN,
	output reg [HEX_DIGITS*7-1:0] SEG_OUT,
	input CLK
);
	initial
	begin
		SEG_OUT <= {HEX_DIGITS*7{1'b0}};
	end
	genvar i;
	generate
	for (i=0; i < HEX_DIGITS; i=i+1)
		begin: HexaFlexaPlexer
			always @(posedge CLK)
			begin 
				case(HEX_IN[i*4+:4])
				4'b0000 : SEG_OUT[i*7+:7] <= 7'b0111111;
				4'b0001 : SEG_OUT[i*7+:7] <= 7'b0000110;
				4'b0010 : SEG_OUT[i*7+:7] <= 7'b1011011;
				4'b0011 : SEG_OUT[i*7+:7] <= 7'b1001111;
				4'b0100 : SEG_OUT[i*7+:7] <= 7'b1100110;
				4'b0101 : SEG_OUT[i*7+:7] <= 7'b1101101;
				4'b0110 : SEG_OUT[i*7+:7] <= 7'b1111101;
				4'b0111 : SEG_OUT[i*7+:7] <= 7'b0000111;
				4'b1000 : SEG_OUT[i*7+:7] <= 7'b1111111;
				4'b1001 : SEG_OUT[i*7+:7] <= 7'b1100111;
				4'b1010 : SEG_OUT[i*7+:7] <= 7'b1110111;
				4'b1011 : SEG_OUT[i*7+:7] <= 7'b1111100;
				4'b1100 : SEG_OUT[i*7+:7] <= 7'b0111001;
				4'b1101 : SEG_OUT[i*7+:7] <= 7'b1011110;
				4'b1110 : SEG_OUT[i*7+:7] <= 7'b1111001;
				4'b1111 : SEG_OUT[i*7+:7] <= 7'b1110001;
				endcase
			end
		end
	endgenerate
endmodule
`timescale 1ns / 1ps
module PS2_Keyboard_Display_Controller
(
	input        KEY_PRESSED,
	input  [7:0] KEY_DATA,
	output reg [6:0] HEX0,
	output reg [6:0] HEX1,
	input CLK
);
	wire [6:0] seg_hex0;
	wire [6:0] seg_hex1;
	Hex_Segment_Decoder
	#(
		.HEX_DIGITS( 2 )
	)
	segment_transcoder
	(
		.HEX_IN( KEY_DATA ),
		.SEG_OUT( { seg_hex1, seg_hex0 } ),
		.CLK( CLK )
	);
	wire   key_code_blank;	
	assign key_code_blank = (KEY_DATA == 8'h00) ? 1'b1 : 1'b0;
	always @(posedge CLK)
	begin
		HEX0 <= key_code_blank ? 7'h7F : ~seg_hex0;
		HEX1 <= key_code_blank ? 7'h7F : ~seg_hex1;
	end
endmodule

===== ./run.sh =====
#!/bin/bash
# OpenROAD 26Q1-2900-gdf79404cd8, Yosys 0.63+post, stock flow scripts
make -C /OpenROAD-flow-scripts/flow DESIGN_CONFIG=/design/flow/config.mk WORK_HOME=/design/flow/orfs finish

==> impl_metrics.py <==
# Synthesis and PnR figures
metrics = {
    "place": {
        "place_inst": 257,
        "place.port_buffers": 22,
        "post_dp_cell_area_mm2": 0.001599,
        "routabilityCongestion": 0.8150,
        "hpwl_um": 1755,
    },
    "final_timing": {
        "tns_ns": 0,
        "drv_slew": 0,
        "fmaxAchievable_mhz": 668.4,
        "setup_viol": 0,
        "max-slew-margin-rel": 0.6874,
        "holdWs_ns": 0.3663,
        "tightest_slew_ns": 0.4674,
        "rsz0062_at_grt": "false",
        "period_used_share": 0.8311,
        "hold_viol": 0,
        "period_needed_ns": 1.496,
        "skew_ns": 0.0009361,
    },
    "clock_tree": {
        "cts_setup_buffers": 0,
        "clk_path_buf_depth": 2,
        "cts-buffers-inserted": 3,
        "clkLatencyLatePin_ns": 0.26,
        "clk_root_buffer_cell": "clkbuf_8",
        "holdBufCountCts": 0,
        "tritoncts": "yes",
        "cts_resized": 0,
        "cts_max_level": 1,
        "cts.clk_slew.worst_paths_ns": 0.08,
        "cts_sinks": 28,
    },
    "global_routing": {
        "grt_pass1_wl_um": 3450,
        "grt_pass1_vias": 756,
        "grt_max_degree": 15,
        "grt-ovfl-total": 0,
        "grt_antenna_before_repair": 0,
        "grt_use_total": 0.03056,
    },
    "floorplanning": {
        "io_pins": 24,
        "fp-utilization": 0.1306,
        "die_x_um": 117,
        "die_h_um": 117,
        "dieArea_mm2": 0.01369,
        "design.core.area_mm2": 0.009196,
        "rows": 35,
    },
    "synthesis": {
        "yosys_area_mm2": 0.001201,
        "avgSynthCellArea_um2": 10.18,
        "ys_seq_elements": 28,
        "postSynthSeqShare": 0.4667,
        "post-synth-top-area-cell": "dfxtp_1",
        "edf_count": 0,
        "synth_top_area_share": 0.4667,
        "synthDistinctLibCells": 28,
        "area_leaders": "dfxtp_1, ha_1, nand2_1",
        "async_flop_share": 0,
        "syn-cell-area_mm2": 0.001201,
        "synth.top_cells.by_count": "dfxtp_1, nand2_1, ha_1",
        "synth_cells": 118,
        "yosysMostFrequentCell": "dfxtp_1",
        "ff_type": "dfxtp_1",
        "ys_cells": 118,
        "synth_warnings": 2,
    },
    "critical_path": {
        "arrival_ns": 1.69,
        "end_kind": "flip-flop",
        "crit_fanout": 5,
        "cp.required_ns": 1.99,
        "cp-start-kind": "input port",
        "r2r_slack_ns": 1.33,
        "worstSetupPathType": "in2reg",
    },
    "detailed_routing": {
        "drt_iter0_drc": 5,
        "drt_wl_total_um": 2130,
        "num_antenna_cells": 0,
        "wl_per_cell_um": 8.192,
        "drc_errors": 0,
        "ant_nets": 0,
        "dr.pass1.iters": 2,
        "vias": 806,
        "vias_per_cell": 3.100,
    },
    "pwr": {
        "p_leak_nw": 0.7423,
        "p_comb_frac": 0.169,
        "power_frac_clock": 0.258,
        "power_frac_seq": 0.573,
        "switching_share": 0.2101,
        "irDropWorstVdd_v": 0.0002604,
        "pwr_density_cell_mw_per_mm2": 731.6,
        "p_int_mw": 0.9479,
        "power.switching_mw": 0.2521,
    },
    "layout": {
        "final_cell_count_no_fill": 260,
        "drive_above_1_share": 0.1409,
        "nFillCells": 1006,
        "design_area_mm2": 0.001640,
        "area_delta_synth_final_pct": 36.56,
    },
    "min_path": {
        "hold_class": "reg2reg",
    },
    "job": {
        "max-cap-violations": 0,
        "warnings": 38,
    },
    "outcome": {
        "status": "finished clean",
    },
}
==> critical path, stage by stage <==
cell             delay (ns)
clkdlybuf4s50_1        0.48
inv_1                  0.11
ha_1                   0.30
nor2b_1                0.14
o21a_1                 0.20
a21oi_1                0.11
==> layout by cell type (no fill, tap or decap) <==
master           Yosys  routed
nor2_4               1       1
nor3b_1              1       1
dfxtp_1             28      28
nor2b_1              6       6
o21a_1               1       1
inv_1                8       8
o32a_1               1       1
a22oi_1              3       3
nand2b_1             1       1
a21oi_2              2       2
a21oi_1              7       7
mux2_4               1       1
clkbuf_8             0       3
nand2_1             17      17
buf_4                0      11
nor2_1               5       5
a31oi_1              1       1
a211oi_1             1       1
o21ai_1              1       1
nand4_4              1       1
a21o_1               2       2
mux2_2               1       1
o21ai_0              3       3
a22o_1               1       1
nor2b_4              1       1
mux2i_1              2       2
ha_1                14      14
nor3_1               3       3
clkdlybuf4s50_1      0      22
==> state kept, by name (all words and copies together), names as in the netlist <==
name	count
HEX0	7
segment_transcoder.SEG_OUT	14
HEX1	7
==> per-layer routing <==
layer / vias to the layer above / track usage / part of all wire
li1: 452 / - / -
met1: 339 / 0.03909 / 0.46
met2: 13 / 0.05212 / 0.46
met3: 2 / 0.005160 / 0.057
met4: 0 / 0.008237 / 0.027
met5: - / 0 / 0
==> cell families (layout without fill, tap and decap cells) <==
family | after synthesis | after routing | synth area share
buf+inv | 13 | 44 | 0.06146
fa+ha+maj | 14 | 14 | 0.1458
simple gates | 36 | 36 | 0.1625
mux | 4 | 4 | 0.03854
flops | 28 | 28 | 0.4667
compound gates | 23 | 23 | 0.1250
==> stage by stage <==
step / util / total power, mW / setup slack, ns
2_1_floorplan: - / 0.7972 / 0.6236
3_3_place_gp: 0.1739 / 0.9083 / 0.05173
3_5_place_dp: 0.1739 / 0.9100 / 0.02333
4_1_cts: 0.1784 / 1.226 / 0.3012
5_1_grt: 0.1784 / 1.274 / 0.2136
6_report: 0.1784 / 1.200 / 0.3039
==> power groups by stage <==
stage | clock (mW) | combinational, mW | sequential [mW]
after CTS | 0.330 | 0.207 | 0.689
after global routing | 0.351 | 0.229 | 0.694
final | 0.310 | 0.202 | 0.688
==> final timing paths <==
check | end | startpoint | cells after the start
worst max-delay path | segment_transcoder.SEG_OUT[8] | KEY_DATA[5] | 6
worst min-delay path | HEX1[5] | segment_transcoder.SEG_OUT[12] | 1
worst max register to register | HEX1[4] | segment_transcoder.SEG_OUT[11] | 1
worst min register to register | HEX1[5] | segment_transcoder.SEG_OUT[12] | 1
==> final cells by class <==
cell class | count | area, um2 | area share
well taps | 111 | 138.9 | 0.08467
inverters | 8 | 30.03 | 0.01831
repair buffers | 33 | 302.8 | 0.1846
multi-input cells | 77 | 566.8 | 0.3455
clock buffers | 3 | 41.29 | 0.02517
flip-flops and latches | 28 | 560.5 | 0.3417
Power figures rest on the tool's default switching activity, not on a simulated workload.
