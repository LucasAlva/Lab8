`config.mk`:
```
export PLATFORM = sky130hd
export DESIGN_NAME = Buzzer_Tone_Generator
export DESIGN_NICKNAME = Buzzer_Tone_Generator
export VERILOG_FILES = /design/flow/design.v
export SDC_FILE = /design/flow/constraint.sdc
export NUM_CORES = 4
export LEC_CHECK = 1
export CORE_UTILIZATION = 40
```
`constraint.sdc`:
```
current_design Buzzer_Tone_Generator

set clk_period 3.3
set clk_io_pct 0.2

create_clock -name clk0 -period $clk_period [get_ports {CLK}]

set non_clock_inputs [all_inputs -no_clocks]
set_input_delay [expr $clk_period * $clk_io_pct] -clock clk0 $non_clock_inputs
set_output_delay [expr $clk_period * $clk_io_pct] -clock clk0 [all_outputs]
```
`design.v`:
```
`timescale 1ns / 1ps
module Buzzer_PWM_Controller
#(
	parameter CLK_RATE_HZ = 50000000,  
	parameter PWM_REG_WIDTH = 16	
)
(
	input                     PWM_ENABLE,
	input [PWM_REG_WIDTH-1:0] PWM_FREQ_COUNTS,
	input [PWM_REG_WIDTH-1:0] PWM_DUTY_COUNTS,
	output reg PWM_INTERVAL_TICK,
	output reg PWM_OUT,
	input CLK
);
	wire                  pwm_interval_tick;	
	reg [PWM_REG_WIDTH:0] pwm_interval_counter_reg;
	reg [PWM_REG_WIDTH:0] pwm_dutytime_counter_reg;
	reg [PWM_REG_WIDTH:0] pwm_interval_loadval;
	reg [PWM_REG_WIDTH:0] pwm_dutytime_loadval;
	initial
	begin
		pwm_interval_counter_reg <= {1'b1, {PWM_REG_WIDTH{1'b0}}};
		pwm_dutytime_counter_reg <= {1'b1, {PWM_REG_WIDTH{1'b0}}};
		pwm_interval_loadval <= {1'b1, {PWM_REG_WIDTH{1'b0}}};
		pwm_dutytime_loadval <= {1'b1, {PWM_REG_WIDTH{1'b0}}};
		PWM_INTERVAL_TICK <= 1'b0;
		PWM_OUT <= 1'b0;
	end
	always @(posedge CLK)
	begin
		pwm_interval_loadval = {1'b1, {PWM_REG_WIDTH{1'b0}}} + ~PWM_FREQ_COUNTS + 1'b1;
		pwm_dutytime_loadval = {1'b1, {PWM_REG_WIDTH{1'b0}}} + ~PWM_DUTY_COUNTS;
	end
	assign pwm_interval_tick = pwm_interval_counter_reg[PWM_REG_WIDTH];
	always @(posedge CLK)
	begin
		if (pwm_interval_tick)
			pwm_interval_counter_reg <= pwm_interval_loadval;
		else
			pwm_interval_counter_reg <= pwm_interval_counter_reg + 1'b1;
	end
	always @(posedge CLK)
	begin
		if (pwm_interval_tick)
			pwm_dutytime_counter_reg <= pwm_dutytime_loadval;
		else
			pwm_dutytime_counter_reg <= pwm_dutytime_counter_reg + 1'b1;
	end
	always @(posedge CLK)
	begin
		PWM_INTERVAL_TICK <= pwm_interval_tick;
	end
	always @(posedge CLK)
	begin
		if (PWM_ENABLE)
			PWM_OUT <= pwm_dutytime_counter_reg[PWM_REG_WIDTH];
		else
			PWM_OUT <= 1'b0;
	end
endmodule
`timescale 1ns / 1ps
module Buzzer_Tone_Generator
#(
	parameter CLK_RATE_HZ = 50000000  
)
(
	input       TONE_ENABLE,
	input [1:0] TONE_SELECT,
	output      TONE_OUT,
	input CLK
);
	function integer bit_index;
		input integer x;
		integer i,p;
	begin
		p = 2;
		for(i=1; p<=x; i=i+1)
			p=p*2;
		bit_index=i;
	end
	endfunction
	function integer pow2;
		input integer n;
		integer x,i;
	begin
		x=1;
		for(i=0; i < n; i=i+1)
			x=x*2;
		pow2=x;
	end
	endfunction
	localparam TONE_FREQ_0 =  440;  
	localparam TONE_FREQ_1 =  932;  
	localparam TONE_FREQ_2 = 1480;  
	localparam TONE_FREQ_3 = 4186;  
	localparam MIN_FREQ = TONE_FREQ_0;
	localparam MAX_FREQ_COUNTS = 1.0 * CLK_RATE_HZ / MIN_FREQ;
	localparam TONE_FREQ_WIDTH = bit_index(MAX_FREQ_COUNTS);
	localparam [TONE_FREQ_WIDTH-1:0] TONE_COUNTS_0 = 1.0 * CLK_RATE_HZ / TONE_FREQ_0;
	localparam [TONE_FREQ_WIDTH-1:0]TONE_COUNTS_1 = 1.0 * CLK_RATE_HZ / TONE_FREQ_1;
	localparam [TONE_FREQ_WIDTH-1:0]TONE_COUNTS_2 = 1.0 * CLK_RATE_HZ / TONE_FREQ_2;
	localparam [TONE_FREQ_WIDTH-1:0]TONE_COUNTS_3 = 1.0 * CLK_RATE_HZ / TONE_FREQ_3;
	reg [TONE_FREQ_WIDTH-1:0] pwm_freq_counts;
	always @(posedge CLK)
	begin
		case (TONE_SELECT)
			2'h0 : pwm_freq_counts <= TONE_COUNTS_0; 
			2'h1 : pwm_freq_counts <= TONE_COUNTS_1; 
			2'h2 : pwm_freq_counts <= TONE_COUNTS_2; 
			2'h3 : pwm_freq_counts <= TONE_COUNTS_3; 
		endcase
	end
	wire [TONE_FREQ_WIDTH-1:0] pwm_duty_counts = { 1'b0, pwm_freq_counts [TONE_FREQ_WIDTH-1:1] };
	Buzzer_PWM_Controller
	#(
		.CLK_RATE_HZ( CLK_RATE_HZ ),
		.PWM_REG_WIDTH( TONE_FREQ_WIDTH )
	)
	pwm_controller
	(
		.PWM_ENABLE( TONE_ENABLE ),
		.PWM_FREQ_COUNTS( pwm_freq_counts ),
		.PWM_DUTY_COUNTS( pwm_duty_counts ),
		.PWM_INTERVAL_TICK(  ),
		.PWM_OUT( TONE_OUT ),
		.CLK( CLK )
	);
endmodule
```
`run.sh`:
```
#!/bin/bash
# OpenROAD 26Q1-2900-gdf79404cd8, Yosys 0.63+post, stock flow scripts
make -C /OpenROAD-flow-scripts/flow DESIGN_CONFIG=/design/flow/config.mk WORK_HOME=/design/flow/orfs finish
```
==> run notes <==
Implementation summary

The initial core utilization is 0.424. Sorting the synthesized cells by area gives the leading types as dfxtp_1 51%, xnor2_1 5.8%, ha_1 4.4%. The proportion of power drawn by the clock network is 0.286. The number of logic stages on the critical path including buffering is 1. In this run the critical register-to-register path is launched from pwm_controller.pwm_interval_counter_reg[0]. The area occupied by multi-input gates is 1150 µm². The script logs the mean routed wire length per placed instance as 12.3 µm.

The report puts the cell count of the worst reg-to-reg path at 5. The setup path with the least slack is of type reg2out. The minimum hold slack is 0.356 ns. The slew at the pin with the worst max-slew slack is 0.524 ns. The headroom to the max-slew limit is 0.647. The total half-perimeter wirelength after legalization and detailed placement is 2860 µm. The total tool warning count is 30.

Across all register-to-register paths, the minimum setup slack is 1.66 ns. The cell area that synthesis handed to floorplanning was 2570 µm². The portion of total power attributed to combinational logic is 0.163.

Max fanout on the critical path was recorded as 1. The number of antenna diodes in the final layout is 0. In the Yosys stats the netlist draws on 40 distinct library cells.

Per the layout area report, the register area comes to 1320 µm². The final count of hold timing violations is 0. Synthesis inferred 66 register bits. The final worst setup slack is 1.55 ns.

The mean instance size in the synthesized netlist is 10.2 µm². The height of the die is 82.2 µm. The aggregate negative setup slack is 0 ns. The total placed instance area is 2690 µm². The number of cells in the yosys synthesis report is 253. The number of standard-cell rows in the floorplan is 28. The power density normalized to cell area is 724 nW/µm². The via count of the first global-routing pass came to 1543. The chip area from the yosys synthesis statistics is 2570 µm².

The cell type with the largest total area after synthesis is dfxtp_1. Counting both buffers and inverters, the worst setup path holds a total of 1. The arrival time of data at the worst endpoint is listed as 1.09 ns. The capture point of the worst register-to-register path is recorded as pwm_controller.pwm_interval_counter_reg[14].

The global-route usage over all layers is 0.147. The total internal power is 1.45 mW. The switching share of power is 0.302. The proportion of netlist area held by the largest area contributor is 0.514.

The slowest stage cell on the critical path is clkdlybuf4s50_1. The worst path required time is 2.64 ns. The area inside the core boundary is 6060 µm². The worst setup path is launched from a flop. The final setup violation count is 0.

The maximum buffer depth of the clock tree is 2. The top achievable clock speed is 570 MHz. The hold path startpoint is pwm_freq_counts[15]. After the first detailed-routing iteration, the DRC count stood at 56.

The clock latency of the later-clocked register in the worst-skew pair is 0.34 ns. The initial antenna violation count was 0. The clock root buffer master is clkbuf_8. The I/O pin count is 5.

Per the final layout report, the fraction of cells sized above drive strength 1 comes to 0.123. The end of the worst hold path is pwm_controller.pwm_interval_loadval[15]. Clock tree synthesis found a total of 66 sinks. The worst-case vdd ir drop is 0.337 mV.

The DRC violation count after routing is 0. In the synthesized netlist the async set-or-reset flop fraction comes to 0. The cell area after layout is 2870 µm².

Synthesis handed over a netlist of 253 instances. The most used flip-flop cell is dfxtp_1. The most common cell in the synthesized netlist is dfxtp_1. At the placement stage, the worst setup path has a slack of 1.35 ns. In this design, the stage delay of the slowest critical-path cell is 0.44 ns. The leakage power in the latest report is 1.14 nW. The total overflow left after global routing is 0. The setup skew after layout is 0.00714 ns. Between the synthesized netlist and the finished layout, the area growth was recorded as 11.5%. The post-CTS resize count is 0. Buffers added to address setup during post-CTS repair amount to 0. The critical path endpoint category is a primary output. The final route contains 1680 vias. The H-tree was split into 3 levels. The report lists the cells along the critical path as clkdlybuf4s50_1. The overall die width is 82.2 µm. For this run, the register share of the synthesized area comes to 0.514. Per the run summary, max-cap violations total 0.

In the hold timing report, the worst path depth is 1. The number of nets still failing antenna checks after routing is 0. Counting the fill cells in the layout gives 560. The first-pass iteration count of the detailed router is 4.

Buffers inserted to repair hold after CTS numbered 0. Entering global routing, the biggest net connects 33 pins. Yosys reports that the most numerous cell types are 66 x dfxtp_1, 20 x inv_1, 19 x nand2_1.

After detailed routing, the total wire length is 4230 µm. The chip area is 6750 µm². Clock tree synthesis inserted a total of 9 buffers.

The clock tree from TritonCTS is yes. The register share of total power is 0.551. The final critical path time including I/O delays and setup is 1.75 ns.

The total count of max-transition violations in the final report is 0. The number of flops mapped to enable cells by yosys is 0. The post-route clock period utilization is 0.532. The ratio of routed vias to standard cells is 4.88. The first global-routing pass estimated 7310 µm of wire. The worst hold-check path type is reg2reg. Setup repair after global routing left no endpoint under its margin. The run finished with clean final reports. The number of buffers added on ports is 4. The yosys synthesis warning count is 6. The final weighted congestion recorded by global placement is 0.780. The cell type group with the largest total delay on the critical path is buffers and inverters. The clock edge transition at the registers on the reported setup and hold paths is 0.07 ns. The switching power is 0.627 mW.
[how the worst max path moves through the flow]
| stage | from | endpoint | slack (ns) |
|---|---|---|---|
| final | pwm_controller.PWM_OUT | TONE_OUT | 1.55 |
| after CTS | pwm_controller.PWM_OUT | TONE_OUT | 1.53 |
| after global routing | pwm_controller.PWM_OUT | TONE_OUT | 1.45 |
[per-layer routing]
layer / vias up / wire length (µm) / track usage / part of all wire
met4: 0 / 56 / 0.0281 / 0.013
met2: 13 / 1780 / 0.212 / 0.42
met5: - / 0 / 0 / 0
met1: 775 / 2260 / 0.232 / 0.54
met3: 4 / 125 / 0.0357 / 0.030
li1: 888 / - / - / -
[per-stage QoR]
stage / total power, mW / utilization / instances
CTS: 2.09 / 0.473 / 344
floorplan: 1.41 / - / 253
detailed placement: 1.49 / 0.444 / 328
finish: 2.07 / 0.473 / 344
global route: 2.22 / 0.473 / 344
global placement: 1.48 / 0.444 / 328
[kinds of logic (layout without fill, tap and decap cells)]
| kind of cell | after synthesis | count (layout) | synth area share |
|---|---|---|---|
| flip-flops | 66 | 66 | 0.514 |
| XOR/XNOR | 29 | 29 | 0.0988 |
| AND/OR/NAND/NOR | 82 | 82 | 0.189 |
| other | 2 | 2 | 0.00292 |
| buffers and inverters | 26 | 42 | 0.0380 |
| AND-OR/OR-AND | 30 | 30 | 0.0754 |
| multiplexers | 9 | 9 | 0.0384 |
| adder cells (fa/ha/maj) | 9 | 9 | 0.0438 |
[placed cells by master (no fill, tap or decap), types with 6 or more instances in the layout]
master	instances
nand2_1	19
ha_1	9
nand4_1	10
o21ai_0	6
dfxtp_1	66
nor2_1	10
xnor2_1	17
inv_1	20
clkbuf_8	10
a21boi_1	8
o21ai_1	6
mux2_2	6
xor2_1	12
nand3_1	11
[power by group through the flow]
stage | Sequential, mW | Combinational (mW) | Clock, mW
4_1_cts | 1.14 | 0.341 | 0.608
5_1_grt | 1.17 | 0.390 | 0.657
6_report | 1.14 | 0.338 | 0.594
[final cells by class]
cell class	instances	area share
clock buffers	12	0.0506
flip-flops and latches	66	0.461
clock inverters	4	0.00960
repair buffers	5	0.0166
well taps	75	0.0327
multi-input cells	161	0.402
inverters	21	0.0275
Power is estimated from default activity; no workload was simulated.
